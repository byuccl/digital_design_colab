`design/flow/run.sh`:
```
#!/bin/bash
# OpenROAD 26Q1-2900-gdf79404cd8, Yosys 0.63+post, stock flow scripts
make -C /OpenROAD-flow-scripts/flow DESIGN_CONFIG=/design/flow/config.mk WORK_HOME=/design/flow/orfs finish
```
`design/flow/config.mk`:
```
export PLATFORM = sky130hd
export DESIGN_NAME = stopwatch_top
export DESIGN_NICKNAME = stopwatch_top
export VERILOG_FILES = /design/flow/design.v
export SDC_FILE = /design/flow/constraint.sdc
export NUM_CORES = 4
export LEC_CHECK = 1
export CORE_UTILIZATION = 40
```
`design/flow/constraint.sdc`:
```
current_design stopwatch_top

set clk_period 6.4
set clk_io_pct 0.2

create_clock -name clk0 -period $clk_period [get_ports {clk}]

set non_clock_inputs [all_inputs -no_clocks]
set_input_delay [expr $clk_period * $clk_io_pct] -clock clk0 $non_clock_inputs
set_output_delay [expr $clk_period * $clk_io_pct] -clock clk0 [all_outputs]
```
`design/flow/design.v`:
```
`default_nettype none
module SevenSegmentControl (
    input wire logic            clk,
    input wire logic            reset,
    input wire logic    [15:0]  dataIn,
    input wire logic    [3:0]   digitDisplay,
    input wire logic    [3:0]   digitPoint,
    output logic        [3:0]   anode,
    output logic        [7:0]   segment
    );
    parameter integer COUNT_BITS = 17;
    logic   [COUNT_BITS-1:0]    count_val;
    logic   [1:0]               anode_select;
    logic   [3:0]               cur_anode;
    logic   [3:0]               cur_data_in;
    always_ff @(posedge clk) begin
        if (reset)
            count_val <= 0;
        else
            count_val <= count_val + 1;
    end
    assign anode_select = count_val[COUNT_BITS-1:COUNT_BITS-2];
    assign cur_anode =
        (anode_select == 2'b00) ? 4'b1110 :
        (anode_select == 2'b01) ? 4'b1101 :
        (anode_select == 2'b10) ? 4'b1011 :
        4'b0111 ;
    assign anode = cur_anode | (~digitDisplay);
    assign cur_data_in =
        (anode_select == 2'b00) ? dataIn[3:0] :
        (anode_select == 2'b01) ? dataIn[7:4] :
        (anode_select == 2'b10) ? dataIn[11:8]:
        dataIn[15:12] ;
    assign segment[7] =
        (anode_select == 2'b00) ? ~digitPoint[0] :
        (anode_select == 2'b01) ? ~digitPoint[1] :
        (anode_select == 2'b10) ? ~digitPoint[2] :
        ~digitPoint[3] ;
    assign segment[6:0] =
        (cur_data_in ==  0) ? 7'b1000000 :
        (cur_data_in ==  1) ? 7'b1111001 :
        (cur_data_in ==  2) ? 7'b0100100 :
        (cur_data_in ==  3) ? 7'b0110000 :
        (cur_data_in ==  4) ? 7'b0011001 :
        (cur_data_in ==  5) ? 7'b0010010 :
        (cur_data_in ==  6) ? 7'b0000010 :
        (cur_data_in ==  7) ? 7'b1111000 :
        (cur_data_in ==  8) ? 7'b0000000 :
        (cur_data_in ==  9) ? 7'b0010000 :
        (cur_data_in == 10) ? 7'b0001000 :
        (cur_data_in == 11) ? 7'b0000011 :
        (cur_data_in == 12) ? 7'b1000110 :
        (cur_data_in == 13) ? 7'b0100001 :
        (cur_data_in == 14) ? 7'b0000110 :
        7'b0001110 ;
endmodule
module mod_counter #(parameter MOD_VALUE=10, WID=4) (
    input wire logic clk, reset, increment,
    output logic rollover,
    output logic [WID-1:0] count
    );
    always_ff @(posedge clk)
        if (reset)
            count <= 0;
        else if (increment)
        begin
            if (count == MOD_VALUE-1)
                count <= 0;
            else
                count <= count + 1;
        end
    assign rollover = ((count == MOD_VALUE-1) && (increment == 1))?1'b1:1'b0;
endmodule
module stopwatch(
    input wire logic clk, reset, run,
    output logic [3:0] digit0, digit1, digit2, digit3
    );
    logic [19:0] count;
    logic [3:0] rollover;
    logic pulse;
    mod_counter #(1000000, 20) C4(.count(count), .rollover(pulse), .clk(clk), .reset(reset), .increment(run));
    mod_counter C0(.count(digit0), .rollover(rollover[0]), .clk(clk), .reset(reset), .increment(pulse));
    mod_counter C1(.count(digit1), .rollover(rollover[1]), .clk(clk), .reset(reset), .increment(rollover[0]));
    mod_counter C2(.count(digit2), .rollover(rollover[2]), .clk(clk), .reset(reset), .increment(rollover[1]));
    mod_counter #(6, 4) C3(.count(digit3), .rollover(rollover[3]), .clk(clk), .reset(reset), .increment(rollover[2]));
endmodule
module stopwatch_top(
    input wire logic clk, btnc, sw,
    output logic [3:0] anode,
    output logic [7:0] segment
    );
    logic [15:0] data;
    SevenSegmentControl SS0(.clk(clk), .reset(btnc), .dataIn(data), .digitDisplay(4'b1111), .digitPoint(4'b1111), .anode(anode), .segment(segment));
    stopwatch SW0(.clk(clk), .reset(btnc), .run(sw), .digit0(data[3:0]), .digit1(data[7:4]), .digit2(data[11:8]), .digit3(data[15:12]));
endmodule
```
==> deck_impl_summary.md <==
Synthesis and Place & Route Summary

Status
  – Status: completed

Final layout
  – Top Layout Cells: nor2_1 (63), dfxtp_1 (53), nand2_1 (22)
  – Layout cells sized above 1: 6.34%
  – Fillers: around 640
  – Combinational gate area: about 1600 µm²
  – Final core utilization: 46.7%
  – Sequential Area: 1060 µm²
  – Area grow syn2layout: 10.7%
  – Commonest Layout Cell: nor2_1

Routing
  – Vias per cell: 5.26
  – Ant diodes: 0
  – Routed WL: 4730 µm
  – Met2 Wirelength: 2050 µm
  – Via count: 2145
  – DR top layer: met4
  – DRC Markers: 0
  – Post-route ant nets: 0
  – Met1 WL: 2520 µm
  – Wire per inst: around 12 µm
  – Met3 wire length: 118 µm
  – Drt first pass iters: 20
  – Starting DRT DRC Count: 90

Power
  – Clock power frac: 39.7%
  – P_int: 0.000466 W
  – Psw: about 0.00011 W
  – Logic pwr share: 2.5%
  – PwrDens: 192 nW/µm²
  – Switch share: 19.7%
  – Max IR drop VDD: 0.129 mV
  – Power Total: 0.000579 W
  – Seq pwr share: between 50% and 60%
  – Leak pwr: 1.02 nW

Setup path
  – WP buf/inv: 1
  – CP Cell Sequence: mux4_2 > nor2b_1 > o21ai_0 > o31ai_1 > clkdlybuf4s50_1
  – CP max stage delay: roughly 640 ps
  – Req. time, crit path: 5120 ps
  – Worst endpoint data arrival time: 2590 ps
  – Startpoint types: flop
  – Crit Path Class: flop to primary output
  – RR Startpoint: SW0.C4.count[10]$_SDFFE_PP0P_
  – CP endpoint kind: primary output
  – Critical path peak fanout: 10
  – Slowest cell on crit path: mux4_2
  – R2R setup slack: 3850 ps
  – Crit path from: SS0.count_val[15]$_SDFF_PP0_
  – CP delay by family, top: multiplexers

Synth
  – Post-synthesis cell area: 2730 µm²
  – Post-Syn Area per Cell: 8.44 µm²
  – Async S/R FF share, synth: 0%
  – Synth warnings: 4
  – Post-synth seq share: 38.9%
  – Number of enable flip-flop cells: 0
  – Yosys cell count: between 300 and 400
  – Mapped Cells: 323
  – Synth unique cells: 49
  – Dominant flop cell: dfxtp_1
  – Synthesis area per yosys: 2730 µm²
  – Register bit count reported by yosys: 53

Min path
  – Min-delay src: SS0.count_val[0]$_SDFF_PP0_
  – Worst min-delay path category: flop to flop

Floorplanning
  – Die area: 7150 µm²
  – # IOs: 15
  – Die X: 84.5 µm
  – Fp util: 42.2%
  – Rows: 29
  – Die Y-Extent: 84.5 µm
  – Core box area: 6460 µm²

Global routing
  – GRT Total Usage: 14.2%
  – Largest net degree at the start of global routing: between 40 and 50
  – First-pass GRT wire length: ~8300 µm
  – Total gr overflow: 0
  – Number of global-route vias before repair: 1895
  – Antenna violations before repair: 0

Clock network
  – CTS max path bufs: 2
  – TritonCTS buffer count: 5
  – Hold Buf Count CTS: 0
  – Worst-path clk slew: 90 ps
  – Clock tree sinks: roughly 53
  – CTS tree: done
  – H-Tree Depth: 2
  – Post-CTS sizing: 0
  – Worst skew pair latency: roughly 300 ps
  – Postcts setup bufs: 0
  – Root Driver: clkbuf_8

Timing
  – Worst-Margin Slew: approximately 560 ps
  – Slew Viols, Final: 0
  – Final Hold Fails: 0
  – Number of setup violations in the final report: 0
  – Worst slew margin: 62.3%
  – PnR worst setup slack: 2530 ps
  – Setup Skew: just over 4 ps
  – Highest clock rate: 0.259 GHz
  – RSZ-0062 raised after global routing: false
  – Period minus WS final: about 3900 ps
  – Setup TNS: 0 ps
  – Post-layout period usage: 60.4%
  – Final hold slack: 452 ps

Run
  – Max-Cap Viols: 0
  – Tool warnings: 25

Placed design
  – PortBufs: 13
  – Pre-CTS setup slack: between 2000 and 3000 ps
  – RePlAce Congestion: between 0.8 and 0.9
  – DP HPWL: about 3300 µm
==> logic make-up (layout without fill, tap and decap cells) <==
family	count (synthesis)	count (layout)	synth area share (%)
mux	11	11	6.15
flops	53	53	38.9
fa+ha+maj	2	2	0.918
xor+xnor	37	37	11.9
compound gates	27	27	6.34
simple gates	167	167	32.0
buf+inv	25	33	3.63
other cells	1	1	0.138
==> worst reg2reg max path: stages, from the launching register on <==
cell and delay [ps]:
dfxtp_1 360, or4b_1 560, or4_1 690, nor3_4 380
nand2_1 140, mux2_1 320
==> cells in the mapped netlist (all sizes together), types with 3 or more instances <==
library cell  instances  area [µm²]
nor2                 63         236
dfxtp                53        1060
nand2                22        82.6
xor2                 20         175
xnor2                17         149
nand4                15         106
clkbuf               12        45.0
inv                  11        41.3
nand3                10        50.1
nor2b                10        62.6
nor3                 10        61.3
a21oi                 6        30.0
and3                  6        38.8
o21ai                 6        30.0
nand2b                5        31.3
nand3b                5        37.5
a31oi                 4        25.0
mux2i                 4        40.0
mux4                  4        90.1
and4                  3        27.5
mux2                  3        37.5
nor4                  3        18.8
==> power by group through the flow <==
stage         sequential [W]  clock (W)  combinational (W)
CTS                 0.000335   0.000240          0.0000147
finish              0.000335   0.000230          0.0000145
global route        0.000336   0.000256          0.0000164
==> routing by layer <==
layer	vias up	global-route usage [%]
li1	1127	-
met1	988	22.6
met2	25	22.2
met3	5	1.99
met4	0	1.54
met5	-	0
==> stage by stage <==
stage	instances	area [µm²]
finish	408	3020
global route	408	3020
CTS	408	3020
detailed placement	400	2900
global placement	400	2900
floorplan	323	2730
==> sequential cells by signal (all words and copies together) (netlist names) <==
name,flops
SW0.C4.count,20
SS0.count_val,17
SW0.C0.count,4
SW0.C1.count,4
SW0.C2.count,4
SW0.C3.count,4
==> path summary, 6_finish.rpt <==
kind / end / cells past startpoint
worst max-delay path: segment[0] / 5
worst min-delay path: SS0.count_val[0]$_SDFF_PP0_ / 1
worst max register to register: SW0.C3.count[1]$_SDFFE_PP0P_ / 5
worst min register to register: SS0.count_val[0]$_SDFF_PP0_ / 1
==> cell type report <==
cell class | count | share of cell area (%)
clock buffers | 7 | 2.86
well taps | 77 | 3.19
inverters | 11 | 1.37
clock inverters | 1 | 0.995
flip-flops and latches | 53 | 35.2
repair buffers | 14 | 4.56
multi-input cells | 245 | 51.9
Power is estimated from default activity; no workload was simulated.
