`flow/design.v`:
```
module dataflow_sv(
    input logic[15:0] sw,
    input wire logic btnu, btnd, btnl, btnr,
    output logic[15:0] led
);
always_comb begin
    led = sw;
    if(btnl) begin
        led[15:8] = 8'h00;
        led[7:0] = sw[15:8]^sw[7:0];
    end
    else if(btnr) begin
        led[15:1] = 15'd0;
        led[0] = (sw[0]&~sw[1])|(sw[2]);
    end
    else if(btnd) begin
        led = sw << 3;
    end
    else if(btnu) begin
        if(sw[1] && !sw[0]) begin
            if((sw[6:3] > 12) || (sw[6:3] == 0))
                led = 16'h0000;
            else 
                led = 16'hFFFF;
        end
        else if(sw[0] && !sw[1]) begin
            if((sw[6:3] >= 7) && (sw[6:3] <= 11) && (sw[2] == 0))
                led = 16'hFFFF;
            else if((sw[6:3] >= 1) && (sw[6:3] <= 10) && (sw[2] == 1))
                led = 16'hFFFF;
            else if((sw[6:3] == 12) && (sw[2] == 1))
                led = 16'hFFFF;
            else 
                led = 16'h0000;
        end
        else
            led = 16'h0000;
    end
end
endmodule
```
`flow/config.mk`:
```
export PLATFORM = sky130hd
export DESIGN_NAME = dataflow_sv
export DESIGN_NICKNAME = dataflow_sv
export VERILOG_FILES = /design/flow/design.v
export SDC_FILE = /design/flow/constraint.sdc
export NUM_CORES = 4
export LEC_CHECK = 1
export CORE_AREA = 10 10 77 77
export DIE_AREA = 0 0 87 87
```
`flow/run.sh`:
```
#!/bin/bash
# OpenROAD 26Q1-2900-gdf79404cd8, Yosys 0.63+post, stock flow scripts
make -C /OpenROAD-flow-scripts/flow DESIGN_CONFIG=/design/flow/config.mk WORK_HOME=/design/flow/orfs finish
```
`flow/constraint.sdc`:
```
current_design dataflow_sv

set clk_period 3.2
set clk_io_pct 0.2

create_clock -name clk0 -period $clk_period

set non_clock_inputs [all_inputs -no_clocks]
set_input_delay [expr $clk_period * $clk_io_pct] -clock clk0 $non_clock_inputs
set_output_delay [expr $clk_period * $clk_io_pct] -clock clk0 [all_outputs]
```
==> Changelog: implementation <==
## Implementation

- Status: complete, no violations
- Slew Viols, Final: 0
- Clock power frac: 0
- Chip width: 87 um
- Synth-to-Final Area Change: 112.6%
- Crit path launch type: input pin
- Max Clk Rate: ~320 MHz
- Mapped cell area: roughly 470 sq um
- Worst Setup EP: led[0]
- Min cycle time layout: about 3.1 ns
- Share of post-route cells with drive strength above 1: 0.1835
- Input/output buffers: 36
- Boundary Pins: 36
- Inserted Diodes: 0
- Initial antenna violation count: 0
- Dpl cells: roughly 160
- Sequential share of power: 0
- Synth Area per Inst: 7.388 sq um
- RSZ-0062 raised after global routing: false
- Crit path DAT: roughly 2.5 ns
- Filler Cells Inserted: 473
- P_leak: ~0.36 nW
- Internal power: ~80 uW
- Largest area contributor in the netlist: a22oi_1
- DRT iter0 DRCs: approximately 54
- Synth unique cells: 22
- Flop area: 0 sq um
- Hold/Removal Path Class: input pin to primary output
- Crit path kind: input pin to primary output
- Mapped Cells: between 60 and 70
- Max Cap Viol: 0
- Post-synth seq share: 0
- Die height: approximately 87 um
- Top cell type's share of synthesized area: 0.1613
- First-pass DRT Iterations: 4
- Yosys Instances: 63
- Setup crit end kind: primary output
- PD cells: roughly 130 mW/mm^2
- First-pass GRT wire length: about 3700 um
- GPL Wtd Cong: approximately 0.78
- Hpwl dp: around 1900 um
- DRC violations left: 0
- Final std cells w/o fill: ~160
- Switching power: ~50 uW
- Number of clock buffers in the layout: 0
- Hold Fails Final Rpt: 0
- Row Count: 24
- Largest net degree at the start of global routing: 14
- Vias: 687
- Syn. warnings: 1
- Grt ovf: 0
- Net Sw Frac: 0.3800
- Tot GR Track Use: 0.05874
- Core area: approximately 0.0044 sq mm
- Most used cell, CP: clkdlybuf4s50_1
- Vias in the first global route: between 600 and 700
- Via/cell ratio: ~4.3
- Crit path cell chain: clkdlybuf4s50_1 > a311o_1 > a31oi_4 > buf_6 > o211ai_1 > clkdlybuf4s50_1
- DR WL/cell: approximately 15 um
- Cycle use final: 0.9736
- Yosys stat area: 465.4 sq um
- Die ar.: approximately 0.0076 sq mm
- CP Launch Point: sw[4]
- # setup viols final: 0
- Final wirelength: between 2000 and 2500 um
- Top cells, area: a22oi_1, o21ai_0, xor2_1, a222oi_1, nor2b_1
- Hold_ws: about 1.9 ns
- CTS Hold Buffers Added: 0
- Comb power frac: 1.000
- Pwr Total: approximately 130 uW
- Critical-path top delay cell: clkdlybuf4s50_1
- Utilization after layout: 0.2273
- CP Max Fanout: 8
- Slew @ Worst Pin: about 0.29 ns
- Flop count: 0
- Required time worst endpoint: approximately 2.6 ns
- Starting Density: 0.1069
- OpenROAD warning count: 32
- Relative slew slack: 0.8037
- Final ANT Viol Nets: 0
- Slowest stage delay, CP: approximately 0.49 ns
- VDD IR max: 0.04785 mV
[kinds of logic (layout without fill, tap and decap cells)]
kind of cell | after synthesis | after routing | synth area share
AND-OR/OR-AND | 37 | 37 | 0.5645
XOR/XNOR | 7 | 7 | 0.1317
buffers and inverters | 6 | 52 | 0.08869
AND/OR/NAND/NOR | 13 | 13 | 0.2150
[cells in the final DEF (no fill, tap or decap)]
cell and count:
nand4_2 1, nor3b_1 1, buf_4 14, nor3_1 1, a21oi_1 1, a31oi_4 1
xor2_1 7, o21ai_0 13, nor4_4 1, buf_12 1, or4_4 1, nor2b_1 4
o21ai_1 3, dlymetal6s2s_1 2, nor2_1 1, a2bb2oi_1 1, nand4_1 1, a311o_1 1
a222oi_1 4, clkdlybuf4s50_1 33, a22oi_1 10, o211ai_1 3, nand2_1 2, buf_6 1
dlygate4sd2_1 1
[layout make-up]
class / instances / area, sq um / share of cell area
repair buffers: 52 / 500.5 / 0.5057
multi-input cells: 57 / 424.2 / 0.4286
well taps: 52 / 65.06 / 0.06574
[worst min path at each step]
stage	end	slack, ns	cells after the start	start
after CTS	led[5]	2.33	5	sw[5]
final	led[6]	1.92	5	sw[3]
after global routing	led[6]	2.01	5	sw[3]
[power by group through the flow]
stage	registers (mW)	logic, mW	clock network, mW
4_1_cts	0	0.130	0
5_1_grt	0	0.140	0
6_report	0	0.128	0
[worst max-delay path: cells and delay by family]
family	cells	cell delay, ns
AND-OR/OR-AND	3	0.75
buffers and inverters	3	1.07
[timing repair]
action                     CTS  global route
gates cloned                 0             0
setup endpoints to repair    7            11
gates resized                1             4
setup buffers                0             0
pin swaps                    0             3
[synthesized netlist by cell type]
cell	n
a21oi_1	1
buf_2	3
xor2_1	7
nor2_1	1
o211ai_1	3
a31oi_4	1
nor4_4	1
nand4_2	1
nor3_1	1
or4_4	1
nand2_1	2
a311o_1	1
a222oi_1	4
o21ai_1	2
a22oi_1	10
a2bb2oi_1	1
clkbuf_1	1
nor2b_1	4
nand4_1	1
buf_6	2
nor3b_1	1
o21ai_0	14
[through the flow]
stage               area, sq um  setup TNS (ns)  setup WS, ns
global placement          982.2        -0.07388      -0.02397
CTS                       980.9               0       0.03447
floorplan                 465.4               0        0.9401
detailed placement        982.2       -0.009672     -0.009672
global route              989.7               0       0.01211
finish                    989.7               0       0.08459
[layer usage]
metal	wire length (um)	vias to the layer above	global-route usage
met5	0	-	0
met4	0	0	0
met3	140	0	0.01226
met2	1060	27	0.08994
met1	1168	308	0.08705
li1	-	352	-
Power and IR drop assume default switching activity.
