===== flow/design.v =====
module OneShot(
  input wire logic clk, reset, in,
  output logic out
);
    logic inputhold;
    always_ff @(posedge clk) begin
        out <= 0;
        inputhold <= 0;
        if ((!in) || reset) begin
          out <= 0;
          inputhold <= 0;
        end else if (in && !inputhold) begin
          out <= 1;
          inputhold <= 1;
        end else begin
          out <= 0;
          inputhold <= 1;
        end
    end
endmodule
module StateMachine(
  input wire logic btnd, btnu, btnc, btnl, btnr,
  input wire logic [15:0] sw,
  input wire logic clk,
  output logic [15:0] led
);
logic Q, oneshotQ, oneshotbtnc, reset;
assign Q = btnu | btnc | btnl | btnr;
typedef enum { SETUP, IDLE, COMB1, COMB2, COMB3, UNLOCKED, ERR} StateType;
StateType ns, cs;
OneShot OS1(.in(btnc), .clk(clk), .reset(reset), .out(oneshotbtnc));
OneShot OS2(.in(Q), .clk(clk), .reset(reset),  .out(oneshotQ));
always_comb 
begin
  ns = ERR;
  led = 0;
  reset = 0;
  if (btnd) begin
    ns = SETUP;
  end else case (cs)
    SETUP: begin
      reset = 1;
      ns = IDLE;
    end
    IDLE: begin
      if (oneshotbtnc) begin
        ns = COMB1;
      end else begin
        ns = IDLE;
      end
    end
    COMB1: begin
      led = 1;
      if (oneshotQ && (sw == 16'b0000000000000001)) begin
        ns = COMB2;
      end else if (oneshotQ) begin
        ns = IDLE;
      end else begin
        ns = COMB1;
      end
    end
    COMB2: begin
      led = 2;
      if (oneshotQ && (sw == 16'b1111001111001111)) begin
        ns = COMB3;
      end else if (oneshotQ) begin
        ns = IDLE;
      end else begin
        ns = COMB2;
      end
    end
    COMB3: begin
      led = 3;
      if (oneshotQ && (sw == 16'b0100101010100111)) begin
        ns = UNLOCKED;
      end else if (oneshotQ) begin
        ns = IDLE;
      end else begin
        ns = COMB3;
      end
    end
    UNLOCKED: begin
      led = 'hffff;
      if (oneshotbtnc) begin
        ns = IDLE;
      end else begin
        ns = UNLOCKED;
      end
    end
  endcase
end
always_ff @(posedge clk) begin
  cs <= ns;
end
endmodule

===== flow/run.sh =====
#!/bin/bash
# OpenROAD 26Q1-2900-gdf79404cd8, Yosys 0.63+post, stock flow scripts
make -C /OpenROAD-flow-scripts/flow DESIGN_CONFIG=/design/flow/config.mk WORK_HOME=/design/flow/orfs finish

===== flow/config.mk =====
export PLATFORM = sky130hd
export DESIGN_NAME = StateMachine
export DESIGN_NICKNAME = StateMachine
export VERILOG_FILES = /design/flow/design.v
export SDC_FILE = /design/flow/constraint.sdc
export NUM_CORES = 4
export LEC_CHECK = 1
export CORE_AREA = 10 10 70 70
export DIE_AREA = 0 0 80 80

===== flow/constraint.sdc =====
current_design StateMachine

set clk_period 3.3
set clk_io_pct 0.2

create_clock -name clk0 -period $clk_period [get_ports {clk}]

set non_clock_inputs [all_inputs -no_clocks]
set_input_delay [expr $clk_period * $clk_io_pct] -clock clk0 $non_clock_inputs
set_output_delay [expr $clk_period * $clk_io_pct] -clock clk0 [all_outputs]

==> impl_metrics.env <==
# physical design summary
export IMPL_run_status="finished clean"
export IMPL_yosys_stat_seqShare_pct=34.1
export IMPL_totalWireLength_um=1580
export IMPL_hold_class="reg2reg"
export IMPL_max_slew_worst_pin_slew_ns=0.445
export IMPL_yosysUniqueCellTypes=28
export IMPL_final_max_slew_violation_count=0
export IMPL_synth_yosys_num_cells=68
export IMPL_drtIter0Drc=26
export IMPL_stage_log_warnings=25
export IMPL_port_buffers=37
export IMPL_unrepaired_setup_endpoints_after_global_routing="false"
export IMPL_grt_antenna_before_repair=0
export IMPL_number_of_buffers_inserted_by_post_cts_setup_repair=0
export IMPL_wire_per_inst_um=11.1
export IMPL_top_area_share_pct=34.1
export IMPL_std_cell_rows=21
export IMPL_grt_usage_pct=4.62
export IMPL_finalSetupViolCount=0
export IMPL_gp_routability_congestion=0.752
export IMPL_largest_net_degree_at_the_start_of_global_routing=15
export IMPL_stdcell_count=142
export IMPL_syn_area_um2=587
export IMPL_area_leaders="dfxtp_1 (34%), buf_4 (17%), nor4_4 (3.6%)"
export IMPL_drc_errors=0
export IMPL_min_period_over_period_pct=83.7
export IMPL_synth_seq_cells=10
export IMPL_grt_ovfl_total=0
export IMPL_net_switching_power_uw=57.6
export IMPL_place_detailed_hpwl_um=1400
export IMPL_n_antenna_cell=0
export IMPL_layout_area_overhead_vs_synth_pct=63.1
export IMPL_ir_worst_vdd_uv=150
export IMPL_seq_power_share_pct=46.3
export IMPL_root_buffer="clkbuf_4"
export IMPL_setup_tns_ns=0
export IMPL_internal_uw=223
export IMPL_slew_headroom_pct=70.0
export IMPL_power_density_cell_area_mw_per_mm2=294
export IMPL_chipWidth_um=80
export IMPL_cts_buffers_inserted=3
export IMPL_first_pass_iters=3
export IMPL_synthesized_instance_count=68
export IMPL_detail_route_antenna_nets=0
export IMPL_insertion_delay_ns=0.26
export IMPL_crit_path_end_kind="output pin"
export IMPL_via_per_inst=3.92
export IMPL_worst_ep_required_time_ns=2.64
export IMPL_number_of_global_route_vias_before_repair=528
export IMPL_design_die_area_mm2=0.00640
export IMPL_power_static_leakage_uw=0.000326
export IMPL_cp_start_kind="input port"
export IMPL_count_of_endpoints_failing_hold_in_the_final_timing_report=0
export IMPL_timing_critical_path_cells="clkdlybuf4s50_1, nor2b_1, buf_4, clkdlybuf4s50_1"
export IMPL_finalPower_uw=281
export IMPL_path_class="in2out"
export IMPL_finalClockSkew_ns=0.00527
export IMPL_routed_via_count=557
export IMPL_timing_max_cap_violations=0
export IMPL_clock_sink_count=10
export IMPL_cts_path_max_buffers=2
export IMPL_slowest_delay_ns=0.59
export IMPL_core_footprint_mm2=0.00342
export IMPL_cts_hold_buf=0
export IMPL_cts_repair_resized_insts=0
export IMPL_fp_util_pct=17.2
export IMPL_cts_htree_levels=1
export IMPL_path_clk_slew_ns=0.06
export IMPL_floorplan_die_height_um=80
export IMPL_layout_cells_sized_above_1_pct=10.4
export IMPL_yosys_stat_area_um2=587
export IMPL_share_comb_of_total_power_pct=15.6
export IMPL_io_pins=38
export IMPL_timing_critical_path_arrival_ns=2.10
export IMPL_max_clock_freq_mhz=362
export IMPL_post_synth_cell_area_avg_um2=8.63
export IMPL_tritoncts="built"
export IMPL_numPlacedInstances=138
export IMPL_path_common_cell="clkdlybuf4s50_1"
export IMPL_synth_area_leader_cell="dfxtp_1"
export IMPL_ys_warnings_count=2
export IMPL_period_needed_ns=2.76
export IMPL_cp_max_fanout=14
export IMPL_grt_first_pass_wirelength_um=2390
export IMPL_slowest_stage="clkdlybuf4s50_1"
export IMPL_sw_frac_of_total_pct=20.5
export IMPL_clkPwrFrac_pct=38.1
## kinds of logic after synthesis
| family | after synthesis | synth area share [%] |
|---|---|---|
| compound gates | 9 | 10.7 |
| flops | 10 | 34.1 |
| mux | 1 | 1.92 |
| simple gates | 33 | 35.4 |
| buf+inv | 15 | 17.9 |
## registers in the layout, indices dropped and copies added, names as in the netlist
signal / flops
OS2.inputhold: 1
OS2.out: 1
cs: 6
OS1.inputhold: 1
OS1.out: 1
## cells in the final DEF, fill, tap and decap left out, types with 2 or more instances in the layout
master / n
clkdlybuf4s50_1: 37
dfxtp_1: 10
nor2_1: 5
nor3_1: 4
nand2_1: 4
nand4_1: 3
a21oi_1: 3
nor2b_1: 3
clkbuf_4: 3
nand3b_1: 2
a31oi_1: 2
nand2b_1: 2
## area by class of cell
| type | count | area, um2 |
|---|---|---|
| Timing Repair Buffer | 38 | 378 |
| Fill cell | 356 | 2460 |
| Inverter | 1 | 3.75 |
| Sequential cell | 10 | 200 |
| Clock buffer | 4 | 36.3 |
| Tap cell | 46 | 57.6 |
| Multi-Input combinational cell | 43 | 282 |
## stage by stage
step	hold slack (ns)	setup WS [ns]	utilization (%)	instance area [um2]
after floorplan	0.367	1.12	-	587
after global placement	0.372	0.554	27.0	921
after detailed placement	0.373	0.515	27.0	921
after CTS	0.382	0.518	28.0	957
after global routing	0.404	0.434	28.0	957
final	0.381	0.539	28.0	957
## critical path, delay by kind of cell
kind | cells | cell delay [ns]
buffers and inverters | 3 | 1.26
AND/OR/NAND/NOR | 1 | 0.18
## layer usage
layer,share of wire [%],up-vias,global-route usage (%)
met2,50,22,8.43
met1,34,244,4.56
met5,0,-,0
met3,16,0,2.84
met4,0,0,0.176
li1,-,291,-
## cell usage after synthesis
| cell | n |
|---|---|
| a22oi_1 | 1 |
| or4_4 | 1 |
| nand2_1 | 4 |
| nor2b_1 | 3 |
| nor2_1 | 5 |
| nand3b_1 | 2 |
| and2_1 | 1 |
| nand4_1 | 3 |
| o41a_1 | 1 |
| or3_1 | 1 |
| a311oi_1 | 1 |
| clkbuf_1 | 1 |
| a21oi_1 | 3 |
| and3_1 | 1 |
| or4b_1 | 1 |
| inv_2 | 1 |
| a31oi_1 | 2 |
| nor4_4 | 1 |
| nand3_1 | 1 |
| nor3_1 | 4 |
| a211oi_1 | 1 |
| nor4_1 | 1 |
| and4_1 | 1 |
| dfxtp_1 | 10 |
| buf_4 | 13 |
| nand2b_1 | 2 |
| mux2_2 | 1 |
| and3_2 | 1 |
## final timing paths
path                                    start  endpoint  slack (ns)  depth (start not counted)
worst min register to register  OS2.inputhold   OS2.out        0.38                          1
worst max register to register        OS2.out     cs[4]        1.85                          4
worst min-delay path            OS2.inputhold   OS2.out        0.38                          1
worst max-delay path                     btnd   led[15]        0.54                          4
## power groups by stage
stage	Clock [uW]	Sequential [uW]	Combinational, uW
final	107	130	43.8
after global routing	121	131	47.2
after CTS	113	130	44.4
No activity file was given, so power comes from the tool's default toggle rates.
